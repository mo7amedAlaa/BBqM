`flow/config.mk`:
```
export PLATFORM = sky130hd
export DESIGN_NAME = UpDown_counter
export DESIGN_NICKNAME = UpDown_counter
export VERILOG_FILES = /design/flow/design.v
export SDC_FILE = /design/flow/constraint.sdc
export NUM_CORES = 4
export LEC_CHECK = 1
export CORE_AREA = 10 10 107 107
export DIE_AREA = 0 0 117 117
```
`flow/constraint.sdc`:
```
current_design UpDown_counter

set clk_period 2.6
set clk_io_pct 0.2

create_clock -name clk0 -period $clk_period [get_ports {clk}]

set non_clock_inputs [all_inputs -no_clocks]
set_input_delay [expr $clk_period * $clk_io_pct] -clock clk0 $non_clock_inputs
set_output_delay [expr $clk_period * $clk_io_pct] -clock clk0 [all_outputs]
```
`flow/design.v`:
```
module COUNTER_FSM(clk, reset, count);
  input clk,reset;
  output reg [3:0]count;
  parameter S0= 2'b00,
            S1= 2'b01,
            S2= 2'b10;
  reg [1:0] State;
  always @(posedge clk, posedge reset)
  begin
    if(reset)
      begin
          State = S0;
          count <= 0;
      end
    else
      begin
        case(State)
          S0: State <= S1; 
          S1: if(count < 7) 
          count <= count + 1; 
              else
                State <= S2; 
          S2: if(count > 0)
                count <= count - 1; 
              else
                State <= S1; 
        endcase
      end
  end
endmodule
module FF(slowclock,D,debounced_clk);
  input slowclock,D;
  output reg debounced_clk;
  always @(posedge slowclock)
    debounced_clk <=D;
endmodule
module FSM ( clk , reset , pCount , switch1 , switch2 , con ) ;
       input clk , reset , switch1 , switch2 ;
       input  [2:0] pCount;
       output [4:0] con;
       parameter S0 = 2'b00 ,
                 S1 = 2'b01 , 
                 S2 = 2'b10 ,
					  S3 = 2'b11 ;
       reg [1:0] tCount ;
       always @(*)
       begin
           if(reset) 
             begin
               tCount = S0 ;
             end
           else
             begin
                   if( ~switch1 && switch2 )
                           tCount <= S1 ;
                    else if( switch1 && ~switch2 )
                           tCount <= S2 ;                   
                    else if( switch1 && switch2 )
                           tCount <= S3 ;
             end
        end
      assign con = { tCount , pCount } ;
endmodule
module decoder_7seg (A, B, C, D, led_a, led_b, led_c, led_d, led_e, led_f, led_g);
 input A, B, C, D; 
 output led_a, led_b, led_c, led_d, led_e, led_f, led_g;
  assign led_a = ~(A | C | B&D | ~B&~D); 
  assign led_b = ~(~B | ~C&~D | C&D);
  assign led_c = ~(B | ~C | D); 
  assign led_d = ~(~B&~D | C&~D | B&~C&D | ~B&C |A); 
  assign led_e = ~(~B&~D | C&~D);
  assign led_f = ~(A | ~C&~D | B&~C | B&~D); 
  assign led_g = ~(A | B&~C | ~B&C | C&~D); 
endmodule
module UpDown_counter(clk,D,reset,leds);
	input clk,D,reset;
	output [6:0] leds;
	wire [3:0] count;
	wire slowclock ,debounced_clk;
	clock_divider div(clk,reset,slowclock);
	FF ff(slowclock,D,debounced_clk);
	COUNTER_FSM cnt(debounced_clk,reset,count);
	decoder_7seg seg (count[3],count[2],count[1],count[0],leds[6],leds[5],leds[4],leds[3],leds[2],leds[1],leds[0]);
endmodule
module clock_divider(clk,reset,slowclk);
	input clk,reset;
	output reg slowclk;
	reg [24:0] count;
	always @(posedge clk,posedge reset) 
	begin
		if(reset)
			begin 
				count<=0;
				slowclk<=0;
			end
		else
			begin 
			if(count< 1_000_000)
				count <= count+1;
			else
				begin
				count<=0;
				slowclk<= ~slowclk;
				end
			end
	end
endmodule
```
`flow/run.sh`:
```
#!/bin/bash
# OpenROAD 26Q1-2900-gdf79404cd8, Yosys 0.63+post, stock flow scripts
make -C /OpenROAD-flow-scripts/flow DESIGN_CONFIG=/design/flow/config.mk WORK_HOME=/design/flow/orfs finish
```
==> results.txt <==
flow finished, numbers: routed vias/inst about 4, Max rail drop VDD approximately 0.00029 V, CP delay by family, top simple AND/OR/NAND/NOR gates, Slew Viols, Final 0, number of global-route vias before repair roughly 1100, Vias about 1200, Syn Area/Cell around 10 um^2, slowest stage cell, crit path or4_1, CTS resizes 0, Achievable Freq about 0.5 GHz, Final Hold Vio Count 0, Async SR Flop Fraction a little over nine tenths, min cycle time layout 2020 ps, Worst slew margin between 50 and 60%, # Max-Cap Violations 0, die x size 117 um, LEAKAGE about 0.00077 uW, initial antenna violation count 0, first-pass GRT wire length 5.29 mm, ao+oa area frac 10.5%, Post-CTS Hold Buffers 0, CTS buffer count 3, clock latency on the worst-skew pair 260 ps, Top cells by area dfrtp_1 (45%), xnor2_1 (5.8%), nor2_1 (4.2%), buf_4 (3.3%), nand4_1 (3.1%), std cell rows 35, area delta synth->final 11.5%, die area 0.0137 mm^2, DP HPWL 2.05 mm, adder share 3.20%, leading area contributor after synthesis dfrtp_1, worst-case clock buffer depth 2, clock skew a little under 8 ps, most instantiated logic cells after routing dfrtp_1 (32), nor2_1 (20), nand2_1 (13), WL final ~2.9 mm, sequential area share after synthesis between 40 and 50%, First-pass DRT Iterations 4, # IOs 10, Mux cell area share less than 1%, post-CTS setup repair buffer count 0, Post-route DRC 0, Worst Tran Pin Value roughly 680 ps, PnR worst setup slack 576 ps, # Cells Yosys around 180, Die Span Y around 120 um, register pins left without a clock 8, drt wl/cell ~9.7 um, Top cell area share ~45%, logic area between 800 and 900 um^2, post-synthesis register bit count 34, critical path arrival 2140 ps, share of cells above drive strength 1 8.02%, core region area roughly 0.009 mm^2, synth unique cells between 40 and 50, IO Port Bufs 9, outcome finished clean, most instantiated logic cell after routing dfrtp_1, Synth logic family simple AND/OR/NAND/NOR gates, ANT nets after route 0, # diodes 0, number of warning messages in the logs 25, Post-Synth XOR/XNOR Area 8.76%, clk root buf clkbuf_8, Setup TNS 0 ps, RePlAce Congestion 0.774, Critical Path Sink Type flop, largest net degree at the start of global routing 34, Post-synth EDFFs 0, Tot Pwr a little over 700 uW, pre-CTS setup slack between 500 and 600 ps, cell chain of the critical path or4_1, o211ai_2, nand2_1, xor2_1, yosys warns 3, fp_density 19.6%, pwr dens 355 mW/mm^2, H-tree depth 1, Fillers 997, Tcrit/Tclk final between 70% and 80%, Worst Path Buf+Inv 0, Total Routing Usage GR 4.59%, # setup viols final 0, startpoint types flop, Max stage delay on crit path approximately 540 ps, Worst Path Required between 2000 and 3000 ps, endpoints left unconstrained 14, Syn Inst Count between 150 and 200, Worst-path clk slew 80 ps, mapped cell area between 0.0015 and 0.002 mm^2, grt ovf 0, CP max FO 20, RSZ-0062 raised after global routing no, final core occ ~22%, main flop type dfrtp_1, Sequential Area 847 um^2, CTS tree done, Crit Path Category flop to flop, Initial DRC Count ~73, yosys simple share a little under a quarter, Hold Crit Class flop to flop, YS chip area around 0.0018 mm^2
-- worst paths after layout --
check	endpoint	startpoint	cells past startpoint	slack, ps
min in group asynchronous	div.count[8]	reset	3	640
worst max register to register	div.slowclk	div.count[11]	4	580
worst max-delay path	div.slowclk	div.count[11]	4	580
max in group asynchronous	div.count[11]	reset	3	1650
worst min register to register	div.slowclk	div.slowclk	1	470
worst min-delay path	div.slowclk	div.slowclk	1	470
-- stage by stage --
stage	area, um^2	hold slack, ps	instances
2_1_floorplan	1820	437	187
3_3_place_gp	1970	454	295
3_5_place_dp	1970	463	295
4_1_cts	2010	475	298
5_1_grt	2010	499	298
6_report	2010	468	298
-- cells by family after synthesis --
group           after synthesis
other cells                   1
flops                        34
fa+ha+maj                     4
xor+xnor                     18
simple gates                 76
buf+inv                      22
mux                           1
compound gates               26
-- cell type report --
type | instances | share of cell area (%)
inverters | 9 | 1.68
multi-input cells | 131 | 42.3
well taps | 111 | 6.92
clock buffers | 3 | 2.06
flip-flops and latches | 34 | 42.2
repair buffers | 10 | 4.86
-- state kept, by name (all words and copies together) (netlist names) --
name / cells
cnt.State: 3
cnt.count: 4
div.count: 25
div.slowclk: 1
ff.debounced_clk: 1
-- report_power, final --
group          internal (uW)  switching [uW]  total, uW
Clock                    103             113        217
Sequential               431            14.6        446
Combinational           24.7            25.3       49.9
Total                    560             153        713
-- cells in the mapped netlist (all sizes together), types with 3 or more instances --
| cell type | n |
|---|---|
| nor3 | 3 |
| or3 | 3 |
| dfrtp | 32 |
| ha | 3 |
| nand3 | 8 |
| nor4 | 3 |
| buf | 11 |
| nand4 | 9 |
| and4 | 4 |
| a21oi | 10 |
| xnor2 | 12 |
| xor2 | 6 |
| nor2 | 20 |
| or4 | 3 |
| o21ai | 6 |
| inv | 9 |
| nand2 | 13 |
-- worst reg2reg max path, stage by stage (launching register included) --
cell	delay, ps
dfrtp_1	450
or4_1	540
o211ai_2	190
nand2_1	420
xor2_1	290
-- metal layers --
| layer | wire length [um] | part of all wire, % | vias to the layer above | track usage [%] |
|---|---|---|---|---|
| met2 | 1230 | 42 | 14 | 6.90 |
| met4 | 21 | 0.72 | 0 | 0.412 |
| met3 | 160 | 5.5 | 2 | 1.03 |
| li1 | - | - | 636 | - |
| met1 | 1500 | 52 | 550 | 6.88 |
| met5 | 0 | 0 | - | 0 |
Power figures rest on the tool's default switching activity, not on a simulated workload.
