## design/flow/run.sh

```bash
#!/bin/bash
# OpenROAD 26Q1-2900-gdf79404cd8, Yosys 0.63+post, stock flow scripts
make -C /OpenROAD-flow-scripts/flow DESIGN_CONFIG=/design/flow/config.mk WORK_HOME=/design/flow/orfs finish
```

## design/flow/config.mk

```make
export PLATFORM = sky130hd
export DESIGN_NAME = Clock_Divider
export DESIGN_NICKNAME = Clock_Divider
export VERILOG_FILES = /design/flow/design.v
export SDC_FILE = /design/flow/constraint.sdc
export NUM_CORES = 4
export LEC_CHECK = 1
export CORE_UTILIZATION = 30
```

## design/flow/constraint.sdc

```tcl
current_design Clock_Divider

set clk_period 2.6
set clk_io_pct 0.2

create_clock -name clk0 -period $clk_period [get_ports {clk}]

set non_clock_inputs [all_inputs -no_clocks]
set_input_delay [expr $clk_period * $clk_io_pct] -clock clk0 $non_clock_inputs
set_output_delay [expr $clk_period * $clk_io_pct] -clock clk0 [all_outputs]
```

## design/flow/design.v

```verilog
module bcd_counter(clk,reset,count,led,updown);
input clk,reset,updown;
output reg [2:0] count;
output reg led = 0 ;
always @(posedge clk or posedge reset)
begin
	     if (reset)
	             	begin
			              count <= 0;
			              led=0;
		            end
     	 else
		            begin
			              if(updown)
				                begin
				                   if(count == 7)
						                 led=1;
					                 else
						                   begin
							                  count <= count + 1;
							                  led=0;
						                   end
				                end
		                else
				                begin
				                   if(count != 0)
						                   begin
							                   count <= count - 1;
							                   led=0;
						                   end
					                  else if(count==0)
					                     begin
					                        led=1;
					                     end
		 		                end
		            end
end
endmodule
module sevenSegments (bcd,dec); 
input [2:0]bcd;
output reg [6:0] dec; 
always@(bcd)
begin
	case(bcd)
	3'b000 : dec = ~7'b1111110;  
	3'b001 : dec = ~7'b0110000;  
	3'b010 : dec = ~7'b1101101;  
	3'b011 : dec = ~7'b1111001;  
	3'b100 : dec = ~7'b0110011;  
	3'b101 : dec = ~7'b1011011;  
	3'b110 : dec = ~7'b1011111;  
	3'b111 : dec = ~7'b1110000;  
	default : dec = ~7'b1111110;  
	endcase
end
endmodule
module Clock_Divider(clk,reset,slow_clk);
  input clk,reset;
  output reg slow_clk;
  reg[24:0]count;
  always@(posedge clk or posedge reset)
  begin
    if(reset)
      begin
        count <= 0;
        slow_clk <= 0;
      end
    else
      begin
         if(count < 1_000_000)
             count <= count + 1;
         else
           begin
             slow_clk <= ~slow_clk;
             count <=0;
           end
      end
  end
endmodule
module Flip_Flop(clk,d,q);
  input clk , d;
  output reg q;
  always@(posedge clk)
  q <= d;
endmodule
```

==> results.yml <==
# implementation run metrics
run_status:
  outcome: "finished clean"
clock_tree:
  clk_pin_slew_ps: 80
  clock_sinks: 26
  cts_setup_buffers: 0
  htreeDepth: 1
  cts_root_buf: "clkbuf_8"
  cts_hold_buf: 0
  cts_max_path_buffers: 2
  cts_tree: "built"
  numCtsBuffers: 3
  clock_latency_ps: 260
  cts_resized: 0
power_and_ir_drop:
  p_leak_nw: 0.478
  powerDensity_nw_per_um2: 544
  peakVddDrop_mv: 0.291
detailed_routing:
  vias: 816
  drt-total-wl_um: 1810
  final_antenna_net_count: 0
  via_per_inst: 4.80
  route.detailed.drc: 0
  wire_per_inst_um: 10.6
  drt_iter0_drc: 17
  diodes: 0
  dr.pass1.iters: 5
floorplan:
  initCoreUtil: 0.314
  core-area_um2: 3660
  die_h_um: 63.9
  die_w_um: 63.9
  die_area_um2: 4090
  std_cell_rows: 22
  num_io_pins: 3
layout:
  final_common_cell: "dfrtp_1"
  drive_gt1_frac: 0.0656
  final_cell_mix: "26 x dfrtp_1, 16 x nor2_1, 9 x xnor2_1"
  syn2layout_area_growth_pct: 12.6
final_timing:
  setup_viol: 0
  hold_slack_ps: 476
  rsz0062_at_grt: "no"
  slew_headroom: 0.517
  final-hold-violation-count: 0
  max_slew.worst_pin.slew_ps: 725
  fin_skew_ps: 4.43
  period_used_share: 0.755
  max_freq_mhz: 509
  tns_ps: 0
  min_period_ps: 1960
  final_max_slew_viol_count: 0
worst_setup_path:
  reg2reg_slack_ps: 640
  required_ps: 2790
  startpoint_type: "flip-flop"
  crit_type: "flip-flop to flip-flop"
  cp_cell_sequence: "nand3_1, or4_1, or4_1, a21oi_1"
  crit_top_cell: "or4_1"
  end_kind: "flip-flop"
  arrival_ps: 2150
  cp_max_fo: 9
  slowest_delay_ps: 650
  slowest_stage: "or4_1"
synth:
  netlist_area_um2: 1150
  synth_top_area_share: 0.565
  ys_warn_count: 1
  ys_ff: 26
  ys_area_um2: 1150
  top_area_cell: "dfrtp_1"
  ys_async_sr_fraction: 1.00
  synth_cell_types: 23
  yosys_cells: 114
  netlist_top_cells_area: "dfrtp_1 57%, xnor2_1 6.8%, nor2_1 5.2%"
  yosysSeqAreaShare: 0.565
  syn_inst: 114
  synth-edff-count: 0
  avgSynthCellArea_um2: 10.1
  ys.flop_type: "dfrtp_1"
placement:
  place_congestion: 0.793
  dp_hpwl_um: 1210
  io_buffers: 2
job:
  warning_count: 25
  cap_violations: 0
min_path:
  hp-class: "flip-flop to flip-flop"
global_route:
  grtUsageTotal: 0.104
  grt_pass1_vias: 771
  grt_pass1_wl_um: 3320
  grt_max_degree: 27
  overflow: 0
  antenna_found_initial: 0
==> report_power, final <==
part	internal [mW]	switching (mW)	leakage [nW]
clock network	0.135	0.116	0.0288
logic	0.0187	0.0132	0.0999
registers	0.416	0.00644	0.349
==> synth_stat cells, types with 4 or more instances <==
| cell | count |
|---|---|
| dfrtp_1 | 26 |
| nor2_1 | 16 |
| xnor2_1 | 9 |
| a21oi_1 | 7 |
| inv_1 | 7 |
| nand2_1 | 6 |
| nand3_1 | 5 |
| or4_1 | 5 |
| nor4_1 | 4 |
| o21ai_0 | 4 |
| o31ai_1 | 4 |
| or3_1 | 4 |
==> area by class of cell <==
class                      instances  area (um^2)
clock buffer                       4         55.1
tap                               48         60.1
multi-input combinational         82          477
inverter                           7         26.3
timing repair buffer               3         27.5
fill                             356         2360
sequential                        26          651
==> final timing paths <==
check / end / cells past startpoint / startpoint
max: count[17] / 4 / count[7]
min in group asynchronous: count[2] / 3 / reset
max reg2reg: count[17] / 4 / count[7]
min: slow_clk / 1 / slow_clk
max in group asynchronous: count[6] / 3 / reset
min reg2reg: slow_clk / 1 / slow_clk
==> logic make-up (layout without fill, tap and decap cells) <==
| logic type | Yosys count | in the layout | share of synthesized area |
|---|---|---|---|
| AOI/OAI and AO/OA | 16 | 16 | 0.0815 |
| adders and majority gates | 1 | 1 | 0.0109 |
| xor gates and xnor gates | 12 | 12 | 0.0913 |
| other | 1 | 5 | 0.00326 |
| and+or+nand+nor | 48 | 48 | 0.214 |
| DFF | 26 | 26 | 0.565 |
| buffers and inverters | 10 | 14 | 0.0337 |
==> per-stage QoR <==
step / instances / setup WS [ps] / instance area, um^2 / utilization / power [mW]
floorplan: 118 / 801 / 1170 / - / 0.441
global placement: 166 / 663 / 1240 / 0.339 / 0.462
detailed placement: 166 / 636 / 1240 / 0.339 / 0.463
CTS: 170 / 613 / 1300 / 0.354 / 0.715
global route: 170 / 488 / 1300 / 0.354 / 0.738
finish: 170 / 636 / 1300 / 0.354 / 0.705
==> per-layer routing <==
layer | GRT usage | wire (um)
met1 | 0.163 | 933
met2 | 0.158 | 815
met4 | 0.0142 | 13
met3 | 0.0181 | 48
met5 | 0 | 0
==> sequential cells by signal (all words and copies together) (netlist names) <==
name and count:
count 25, slow_clk 1
==> worst max-delay path, delay by kind of cell (launching register included) <==
kind,cells,cell delay (ps)
flip-flops,1,410
AND/OR/NAND/NOR,3,1330
AND-OR/OR-AND,1,150
Power and IR drop assume default switching activity.
